File: flow/config.mk
export PLATFORM = sky130hd
export DESIGN_NAME = scoreDisplay
export DESIGN_NICKNAME = scoreDisplay
export VERILOG_FILES = /design/flow/design.v
export SDC_FILE = /design/flow/constraint.sdc
export NUM_CORES = 4
export LEC_CHECK = 1
export CORE_UTILIZATION = 40
File: flow/constraint.sdc
current_design scoreDisplay

set clk_period 22.6
set clk_io_pct 0.2

create_clock -name clk0 -period $clk_period

set non_clock_inputs [all_inputs -no_clocks]
set_input_delay [expr $clk_period * $clk_io_pct] -clock clk0 $non_clock_inputs
set_output_delay [expr $clk_period * $clk_io_pct] -clock clk0 [all_outputs]
File: flow/design.v
module scoreDisplay (score, HEX0, HEX1, HEX2);
	input logic [15:0] score;
	output logic [6:0] HEX0, HEX1, HEX2;
	logic [3:0] digit2, digit1, digit0;
	always_comb begin
      digit2 = (score / 100) % 10;  
      digit1 = (score / 10) % 10;  
      digit0 = score % 10;          
	end
	seg7 s2 (.bcd(digit2), .leds(HEX2));
	seg7 s1 (.bcd(digit1), .leds(HEX1));
	seg7 s0 (.bcd(digit0), .leds(HEX0));
endmodule
module scoreDisplay_testbench ();
	logic [15:0] score;
	logic [6:0] HEX0, HEX1, HEX2;
	scoreDisplay dut (.score, .HEX0, .HEX1, .HEX2);
	integer i;
	initial begin
		for(i = 0; i <256; i++) begin
			score = i; #10;
		end
	end
endmodule
module seg7 (bcd, leds);
	input logic [3:0] bcd;
	output logic [6:0] leds;
	always_comb begin
		case (bcd)
			4'b0000: leds = 7'b1000000;  
			4'b0001: leds = 7'b1111001;  
			4'b0010: leds = 7'b0100100;  
			4'b0011: leds = 7'b0110000;  
			4'b0100: leds = 7'b0011001;  
			4'b0101: leds = 7'b0010010;  
			4'b0110: leds = 7'b0000010;  
			4'b0111: leds = 7'b1111000;  
			4'b1000: leds = 7'b0000000;  
			4'b1001: leds = 7'b0010000;  
			default: leds = 7'bX;
		endcase
	end
endmodule
File: flow/run.sh
#!/bin/bash
# OpenROAD 26Q1-2900-gdf79404cd8, Yosys 0.63+post, stock flow scripts
make -C /OpenROAD-flow-scripts/flow DESIGN_CONFIG=/design/flow/config.mk WORK_HOME=/design/flow/orfs finish
==> results_dict.tcl <==
# collected from the flow reports
set metrics [dict create \
    peakVddDrop_uv 219.8 \
    warnings 44 \
    min_path_type "input port to primary output" \
    diodes 0 \
    worst-path-max-fanout 28 \
    ant_nets 0 \
    crit_buf_inv 6 \
    nFillCells 2396 \
    worstSetupPathType "input port to primary output" \
    fp_util_pct 41.18 \
    drv_slew 0 \
    layout-drive-gt1-share_pct 9.534 \
    crit_arrival_ns 17.11 \
    die-area_sq_um 24210 \
    drt_iter0_drc 963 \
    fmax_ghz 0.04623 \
    path_common_cell "nor2_1" \
    hpwlAfterDp_microns 23830 \
    slew_headroom_pct 45.71 \
    logic_area_sq_um 8889 \
    start_kind "input port" \
    slowest_stage "nor3_1" \
    antenna_found_initial 0 \
    slowest_delay_ns 0.66 \
    leakagePower_nw 3.474 \
    path_delay_family "simple AND/OR/NAND/NOR gates" \
    period_used_pct 95.70 \
    gr-usage-all-layers_pct 25.63 \
    powerDensity_nw_per_um2 137.4 \
    top_cell_area_share_pct 5.847 \
    grt_first_pass_wirelength_microns 51600 \
    die_width_microns 155.6 \
    crit_path_start "score[13]" \
    ios 37 \
    place.gp.congestion 0.9760 \
    area_delta_synth_final_pct 6.881 \
    n_clock_buffer 0 \
    core_region_area_sq_um 22920 \
    grt_pass1_vias 10172 \
    avgSynthCellArea_sq_um 6.411 \
    wl_per_cell_microns 17.50 \
    tightestPinTransition_ns 0.8144 \
    max_cap_violations 0 \
    fin_hold_ws_ns 10.12 \
    vias 11625 \
    setup_viol 0 \
    regArea_sq_um 0 \
    hold_viol 0 \
    design.seq.count 0 \
    common_cells "nor2_1 (147), nand2_1 (140), o21ai_0 (110)" \
    crit_end "HEX1[3]" \
    rsz0062_at_grt "no" \
    ys_cells 1472 \
    port_buffers 37 \
    worst-path-stages 41 \
    num_rows 55 \
    die_h_microns 155.6 \
    netlist_instances 1472 \
    gr-total-overflow 0 \
    synth.distinct_cells 123 \
    yosysMostFrequentCell "nor2_1" \
    post-route-min-period_ns 21.63 \
    grt_max_degree 34 \
    tns_ns 0 \
    yosysWarningCount 2 \
    yosysTopAreaCell "nor2_1" \
    required_ns 18.08 \
    ys_seq_share_pct 0 \
    status "finished, final reports clean" \
    cts_setup_buffers 0 \
    wirelength_microns 31000 \
    yosys_area_sq_um 9437 \
    first_pass_iters 6 \
    synth_area_sq_um 9437 \
    drc 0 \
    cp-end-kind "primary output" \
    vias_per_cell 6.564 \
    ys_top_cells_by_area "nor2_1 (5.8%), o21ai_0 (5.8%), xnor2_1 (5.7%), nand2_1 (5.6%), a21oi_1 (5.2%)" \
]
==> tightest hold or removal path: stages <==
cell             delay, ns
clkdlybuf4s50_1       0.52
nand2_1               0.10
o21ai_0               0.07
clkdlybuf4s50_1       0.40
==> worst min-delay path by stage <==
stage / start / end / slack [ns] / cells after the start
4_1_cts: score[0] / HEX0[4] / 10.12 / 4
5_1_grt: score[0] / HEX0[4] / 10.18 / 4
6_report: score[0] / HEX0[4] / 10.12 / 4
==> logic make-up after synthesis <==
family,count (synthesis),share of synthesized area [%]
AND/OR/NAND/NOR,599,32.06
AND-OR/OR-AND,597,46.47
buffers and inverters,129,5.966
XOR/XNOR,71,6.590
adder cells (fa/ha/maj),40,4.866
multiplexers,36,4.044
==> per-layer routing <==
| layer | up-vias | global-route usage (%) | share of wire, % |
|---|---|---|---|
| li1 | 5721 | - | - |
| met1 | 5394 | 38.77 | 48 |
| met2 | 463 | 39.74 | 43 |
| met3 | 47 | 2.405 | 7.0 |
| met4 | 0 | 4.435 | 1.7 |
| met5 | - | 0 | 0 |
==> where the power goes <==
| group | switching [mW] | internal [mW] | leakage (nW) |
|---|---|---|---|
| logic | 0.796 | 0.590 | 3.47 |
| clock network | 0 | 0 | 0 |
| registers | 0 | 0 | 0 |
==> through the flow <==
step / instances / worst slack, ns / instance area (sq um) / power, mW / util, %
6_report: 1771 / 0.9708 / 10090 / 1.386 / 44.01
5_1_grt: 1771 / 0.06298 / 10090 / 1.548 / 44.01
4_1_cts: 1771 / 1.148 / 10080 / 1.374 / 43.97
3_5_place_dp: 1771 / 1.137 / 10080 / 1.368 / 43.97
3_3_place_gp: 1771 / 1.246 / 10080 / 1.371 / 43.97
2_1_floorplan: 1472 / 3.814 / 9437 / 1.017 / -
==> layout by cell type, fill, tap and decap left out, drive strengths merged, types with 20 or more instances in the layout <==
cell,n
nor4,23
a21o,20
nand2,142
a21oi,103
clkdlybuf4s50,37
nor2,149
a31oi,33
or2,23
nand3,64
ha,23
o211ai,34
buf,38
nor3,66
a211oi,32
inv,35
xnor2,61
and2,21
o21ai,123
mux2i,28
o31ai,20
nand2b,22
==> timing repair <==
action	in CTS	in global routing
resized	0	2
hold buffers	0	0
hold endpoints to repair	0	0
setup endpoints to repair	0	2
==> area by class of cell <==
cell class	count	share of cell area (%)
Timing Repair Buffer	75	6.500
Inverter	40	1.489
Multi-Input combinational cell	1343	88.13
Tap cell	313	3.883
Power figures rest on the tool's default switching activity, not on a simulated workload.
