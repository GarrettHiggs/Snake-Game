$ cat ./run.sh
#!/bin/bash
# OpenROAD 26Q1-2900-gdf79404cd8, Yosys 0.63+post, stock flow scripts
make -C /OpenROAD-flow-scripts/flow DESIGN_CONFIG=/design/flow/config.mk WORK_HOME=/design/flow/orfs finish
$ cat ./config.mk
export PLATFORM = sky130hd
export DESIGN_NAME = clock_counter
export DESIGN_NICKNAME = clock_counter
export VERILOG_FILES = /design/flow/design.v
export SDC_FILE = /design/flow/constraint.sdc
export NUM_CORES = 4
export LEC_CHECK = 1
export CORE_AREA = 10 10 70 70
export DIE_AREA = 0 0 80 80
$ cat ./constraint.sdc
current_design clock_counter

set clk_period 2.6
set clk_io_pct 0.2

create_clock -name clk0 -period $clk_period [get_ports {clk}]

set non_clock_inputs [all_inputs -no_clocks]
set_input_delay [expr $clk_period * $clk_io_pct] -clock clk0 $non_clock_inputs
set_output_delay [expr $clk_period * $clk_io_pct] -clock clk0 [all_outputs]
$ cat ./design.v
module clock_counter(clk, reset, out);
	input logic clk, reset;
	output logic out;
	logic [7:0] count;
	always_ff @(posedge clk) begin
		if (reset)
			count <= 8'b00000000;
		else
			count <= count + 1;
	end
	assign out = (count == 8'b11111111);
endmodule
==> results.sh <==
# source this file to load flow results
export IMPL_hold_path_end="count[0]"
export IMPL_finalPower_uw=233
export IMPL_ir_worst_vdd_v=0.000223
export IMPL_fin_setup_tns_ps=0
export IMPL_outcome="completed"
export IMPL_cp_startpoint="count[0]"
export IMPL_total_leakage_power_uw=0.000121
export IMPL_r2r_start="count[2]"
export IMPL_fin_cells=85
export IMPL_end_kind="output port"
export IMPL_synth_warnings=1
export IMPL_fp_util_pct=9.08
export IMPL_port_buffers=2
export IMPL_post_cts_buffers=0
export IMPL_firstDrtPassIters=4
export IMPL_layout_top_cells="dfxtp_1 (8), nor2_1 (5), nand3_1 (4)"
export IMPL_drt_iter0_markers=10
export IMPL_gp_congestion=0.772
export IMPL_worst_path_buf_inv=1
export IMPL_r2r_slack_ps=1420
export IMPL_yosysCellCount=35
export IMPL_synthCells=35
export IMPL_avgRoutedWirePerCell_um=6.51
export IMPL_cp_top_family="buffers and inverters"
export IMPL_fin_crit_sh_pct=77.6
export IMPL_ys_ff=8
export IMPL_seq_area_frac_synth_pct=51.6
export IMPL_avgViaCountPerCell=3.00
export IMPL_path_clk_slew_ps=50
export IMPL_grt_max_degree=9
export IMPL_fmax_mhz=496
export IMPL_ys_area_um2=310
export IMPL_largest_reg_flops=8
export IMPL_dieArea_um2=6400
export IMPL_cts_tree="built"
export IMPL_core_area_um2=3420
export IMPL_rsz0062_at_grt="no"
export IMPL_crit_path_max_fanout=4
export IMPL_drv_cap=0
export IMPL_synth_cell_types=13
export IMPL_hold_start="count[0]"
export IMPL_whs_ps=450
export IMPL_critPathRequiredTime_ps=2080
export IMPL_die_y_um=80
export IMPL_ctsHoldBuffers=0
export IMPL_ioPinCount=3
export IMPL_lay_top_count="dfxtp_1"
export IMPL_cp_arrival_ps=1500
export IMPL_syn_mean_instance_area_um2=8.87
export IMPL_tightest_slew_ps=266
export IMPL_num_vias=255
export IMPL_syn2layout_area_growth_pct=31.0
export IMPL_worstRegToRegCells=3
export IMPL_syn_area_um2=310
export IMPL_root_buffer="clkbuf_4"
export IMPL_clockBufferDepth=2
export IMPL_crit_chain="ha_1, nand3_1, nor2_1, clkdlybuf4s50_1"
export IMPL_setup_viol=0
export IMPL_clkLatencyLatePin_ps=250
export IMPL_die_w_um=80
export IMPL_critPathKind="reg -> out"
export IMPL_critPathMaxStageDelay_ps=470
export IMPL_cts_buffers=3
export IMPL_dp_cells=82
export IMPL_overflow=0
export IMPL_critPathLaunchType="flop"
export IMPL_warnings=25
export IMPL_crit_slowest_cell="clkdlybuf4s50_1"
export IMPL_diodes=0
export IMPL_grt_pass1_wl_um=1010
export IMPL_antenna_left=0
export IMPL_top_register="count"
export IMPL_num_rows=21
export IMPL_slew_headroom_pct=82.2
export IMPL_timing_rr_end="count[5]"
export IMPL_grt_total_usage_pct=1.89
export IMPL_maxSlewViolCount=0
export IMPL_power_density_nw_per_um2=572
export IMPL_top_regs="count: 8 flops"
export IMPL_antenna_found_initial=0
export IMPL_hold_viol_final=0
export IMPL_hold_path_class="reg -> reg"
export IMPL_drcViolationCount=0
export IMPL_cts_resized=0
export IMPL_grt_pass1_vias=265
export IMPL_clock_sinks=8
export IMPL_whs_path_depth=1
export IMPL_post_route_min_period_ps=2020
export IMPL_drive_gt1_share_pct=7.69
export IMPL_cts_htree_levels=1
export IMPL_wl_um=553
export IMPL_skew_ps=1.47
export IMPL_final_util_pct=11.9
==> per-layer routing <==
| layer | GRT usage (%) | vias up | part of all wire [%] |
|---|---|---|---|
| met3 | 0.909 | 2 | 5.4 |
| met4 | 1.06 | 0 | 2.7 |
| li1 | - | 133 | - |
| met5 | 0 | - | 0 |
| met1 | 2.29 | 115 | 47 |
| met2 | 2.65 | 5 | 44 |
==> cells in the mapped netlist <==
| cell type | n | share of area (%) |
|---|---|---|
| nor2_1 | 5 | 6.0 |
| o21ai_0 | 3 | 4.8 |
| dfxtp_1 | 8 | 52 |
| xor2_1 | 2 | 5.6 |
| nand3_1 | 4 | 6.5 |
| ha_1 | 1 | 4.0 |
| nor2b_1 | 1 | 2.0 |
| or3_1 | 3 | 6.0 |
| nand4_1 | 1 | 2.0 |
| a21oi_1 | 3 | 4.8 |
| clkbuf_1 | 1 | 1.2 |
| xnor2_1 | 1 | 2.8 |
| nand2_1 | 2 | 2.4 |
==> per-stage QoR <==
| step | setup slack, ps | cell area, µm² |
|---|---|---|
| after global routing | 467 | 407 |
| after CTS | 555 | 407 |
| after global placement | 841 | 384 |
| final | 582 | 407 |
| after floorplan | 1410 | 310 |
| after detailed placement | 831 | 384 |
==> where the power goes <==
group	total [µW]	leakage [µW]	switching [µW]	internal [µW]
Sequential	130	0.0000651	3.30	127
Combinational	9.57	0.0000424	4.50	5.06
Clock	93.0	0.0000138	40.3	52.7
Total	233	0.000121	48.1	185
==> logic make-up after synthesis <==
kind of cell / Yosys count / synth area share, %
simple gates: 16 / 25.0
flops: 8 / 51.6
fa+ha+maj: 1 / 4.03
xor+xnor: 3 / 8.47
buf+inv: 1 / 1.21
compound gates: 6 / 9.67
==> final cells by class <==
class	instances	area, µm²
clock buffer	3	22.5
fill	407	3010
multi-input combinational	26	146
sequential	8	160
tap	46	57.6
timing repair buffer	2	20.0
==> how the worst max path moves through the flow <==
stage         endpoint  slack, ps  depth (start not counted)
CTS                out        550                          4
global route       out        470                          4
finish             out        580                          4
Power is estimated from default activity; no workload was simulated.
